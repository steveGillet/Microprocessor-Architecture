==> flow/design.v <==
`timescale 1ns / 1ps
module dataMemory(
    input clk,
    input [6:0] address,
    input mW,
    input [31:0] dataIn,
    output [31:0] dataOut
    );
reg [31:0] memword [127:0];
integer i;
initial
  begin
  for(i=0; i<128; i=i+1)
    memword[i] <= i;					 
  end
always @ (posedge clk)
  begin
    if(mW)
	   memword[address] <= dataIn;
  end
assign dataOut = memword[address];
endmodule
==> flow/run.sh <==
#!/bin/bash
# OpenROAD 26Q1-2900-gdf79404cd8, Yosys 0.63+post, stock flow scripts
make -C /OpenROAD-flow-scripts/flow DESIGN_CONFIG=/design/flow/config.mk WORK_HOME=/design/flow/orfs finish
==> flow/config.mk <==
export PLATFORM = sky130hd
export DESIGN_NAME = dataMemory
export DESIGN_NICKNAME = dataMemory
export VERILOG_FILES = /design/flow/design.v
export SDC_FILE = /design/flow/constraint.sdc
export NUM_CORES = 4
export LEC_CHECK = 1
export CORE_UTILIZATION = 30
==> flow/constraint.sdc <==
current_design dataMemory

set clk_period 106.3
set clk_io_pct 0.2

create_clock -name clk0 -period $clk_period [get_ports {clk}]

set non_clock_inputs [all_inputs -no_clocks]
set_input_delay [expr $clk_period * $clk_io_pct] -clock clk0 $non_clock_inputs
set_output_delay [expr $clk_period * $clk_io_pct] -clock clk0 [all_outputs]
==> summary.txt <==
Here are the numbers from the latest Yosys + OpenROAD run.

For the finished layout, the period the worst path requires is 49.00 ns. The number of different library cells in the post-synthesis netlist is 75. In the final layout, the registers with the most flip-flops are memword: 4096 flops. The worst setup path is captured at an output port. The register name with the most flops is memword. The global-route usage over all layers is 0.228.

The most used flip-flop cell after synthesis is edfxtp_1. After the first detailed-routing iteration, the DRC count stood at 7,902. The highest layer touched by signal routing is met5. The critical path data arrival time is 27.74 ns. The layout overhead on the synthesized area is 15.6%. The initial core utilization came out at 0.301. The flow ran to the end, but the final reports show violations. The final routed wirelength across all metal layers came out at 571,000 um. The final layout report lists a filler cell count of 48,044. The class of the tightest hold or removal check is primary input to register. The met2 routed wirelength is 241,000 um.

The final layout reports a setup TNS of 0 ns. The number of max-slew violations in the final report is 2. The average size of a mapped cell is 17.6 um2.

The final route contains 94,332 vias. The most critical setup path has its startpoint at address[2]. From the final report, the count of setup violators was given as 0. The worst pin sits at a relative slew slack of -0.0562. By startpoint and endpoint, the worst setup path is classified as primary input to output port. Of the synthesized area, sequential elements account for 0.785. The worst vdd rail ir drop is 0.0000148 V. Clock-pin slew was measured on the worst setup and hold paths at 0.06 ns. For this run, design rule violations remaining after detail routing come to 0. After detailed routing, the wire length on met1 is 168,000 um. The clock tree synthesis step divided the H-tree into 5 levels.

The number of storage elements in the synthesis netlist came out at 4,096. The total power divided by cell area came out at 18.8 nW/um2. The Yosys chip area came out at 157,000 um2. Per the OpenROAD floorplan log, the area of the die is 525,000 um2.

The number of antenna violations at the first check in global routing came out at 53. Looking at the clock tree report, the root buffer type is clkbuf_16. The total number of clock tree sinks is 4,096. The placement row count came out at 265.

Post-CTS timing repair inserted 0 buffers for setup. The synthesis report lists the Yosys warning total as 1. The remaining global-route overflow is 0. The checks that failed: max-slew violations. The flip-flop count of the largest register, all copies and words added is 4,096. The I/O pin count came out at 73. The final weighted congestion in routability-driven placement is 0.991. The number of buffers inserted during clock tree synthesis is 404. The number of cells upsized or downsized after cts came out at 0. In this run the worst setup path terminates at dataOut[10].

The area taken by sequential standard cells is reported as 123,000 um2. STA classifies the critical path startpoint as a primary input. The number of synthesized flops with an enable pin is 4,096. The width of the die is 725 um. The number of instances on the worst hold path is 1. The logic area came out at 31,700 um2. The analysis attributes to cell leakage a power of 54.7 nW.

The top achievable clock speed came out at 0.0204 GHz. The maximum number of pins on one net before global-route repair came out at 91. The maximum fanout along the worst path is 87. The hold path startpoint is dataIn[10]. The number of global-route vias before repair came out at 96,929. The detailed-placement wirelength estimate came out at 340,000 um. The first-pass detailed-route iteration total is 8. The ratio of cells with drive above 1 in the final layout came out at 0.175. After synthesis the cells add up to 157,000 um2. Across all stage logs, warnings added up to 26. The buffer levels on the longest clock path came out at 4.

TritonCTS built the clock tree. The required time at the endpoint of the critical path is 85.04 ns. Summed over all nets, wire length on met3 after detailed routing comes to 127,000 um. The placeable core region came out at 520,000 um2. Setup repair after global routing left no endpoint under its margin. The first-pass GRT wire length came out at 783,000 um. For this design, Yosys synthesis ends with a cell count of 8,922.

Yosys reported that registers with async set or reset make up 0. The total of max-cap violations is 0. The pre-CTS setup slack is 57.69 ns. The number of buffers added to fix hold violations after cts came out at 0. For this sky-water flow run, the detailed-routed wirelength per cell is reported as 34.5 um. The y dimension of the die is 725 um. The number of hold violations in the final report came out at 0. The design draws 0.00341 W. The final critical-path setup slack came out at 57.30 ns. The post-route antenna net violation count came out at 0.

Looking at the max-slew report, the worst-margin pin has a slew of 1.58 ns. The worst hold slack is 20.61 ns. The count of buffers from port buffering is 72. Counting every instance in the synthesized netlist gives 8,922. The period utilization came out at 0.461. The via density per instance came out at 5.70.
[synth_stat cells (25+ instances only)]
library cell,number,area share
mux4_2,70,0.010
mux2_2,277,0.020
a211oi_1,43,0.0021
nor2_1,290,0.0070
buf_4,26,0.0012
buf_2,239,0.0076
o22a_1,31,0.0017
o2bb2ai_1,25,0.0014
a221o_1,64,0.0041
a221oi_1,847,0.047
o22ai_1,170,0.0068
nand3_1,27,0.00086
a22oi_1,468,0.022
edfxtp_1,4096,0.79
buf_1,135,0.0032
nor2b_1,108,0.0043
a21oi_1,425,0.014
nor3_1,43,0.0014
o221ai_1,49,0.0027
clkbuf_1,324,0.0078
mux2i_1,127,0.0081
nand2_1,241,0.0058
o21ai_0,324,0.010
a222oi_1,44,0.0028
a22o_1,43,0.0024
nand3b_1,31,0.0015
[metrics by stage]
step | std cells | instance area (um2) | utilization
floorplan | 8922 | 157000 | -
global placement | 15716 | 168000 | 0.323
detailed placement | 15718 | 168000 | 0.323
CTS | 16456 | 181000 | 0.348
global route | 16530 | 181000 | 0.348
finish | 16555 | 181000 | 0.348
[worst min path at each step]
stage                endpoint  slack, ns
global route  memword[56][10]      20.64
finish        memword[56][10]      20.61
CTS           memword[56][10]      20.59
[kinds of logic (layout without fill, tap and decap cells)]
kind of cell / after synthesis / in the layout / share of synthesized area
other cells: 0 / 99 / 0
mux: 476 / 476 / 0.0382
flops: 4096 / 4096 / 0.785
compound gates: 2731 / 2731 / 0.129
buf+inv: 734 / 1326 / 0.0203
simple gates: 885 / 885 / 0.0274
[layer usage]
layer,track usage,up-vias
met2,0.309,7927
met5,0.0791,-
met4,0.0985,74
li1,-,38137
met1,0.223,46855
met3,0.225,1339
[placed cells by master (no fill, tap or decap), drive strengths merged, types with 70 or more instances in the layout]
cell,count
mux2i,127
nand2,241
a22oi,468
clkinv,198
a221oi,847
clkbuf,490
nor2b,108
mux4,70
diode,99
o22ai,170
o21ai,326
edfxtp,4096
mux2,279
buf,548
a21oi,425
nor2,291
[worst max-delay path, cell delays in order]
cell	delay, ns
buf_8	0.35
buf_4	0.55
buf_12	0.52
buf_4	0.65
buf_4	0.68
mux2i_1	0.31
o2bb2ai_1	0.13
nand2_1	0.10
o221ai_1	0.27
a2111oi_0	1.35
o2111ai_1	0.69
clkdlybuf4s50_1	0.58
[report_power, final]
group,switching [W],internal (W),leakage [nW]
Clock,0.000622,0.000784,6.27
Combinational,0.000167,0.0000532,11.6
Sequential,0.00000128,0.00178,36.8
Total,0.000790,0.00262,54.7
[area by class of cell]
type                            count  area share
Clock buffer                      490      0.0578
Timing Repair Buffer              581      0.0253
Clock inverter                    248      0.0131
Tap cell                         6942      0.0480
Sequential cell                  4096       0.679
Inverter                            7    0.000283
Antenna cell                       99     0.00137
Multi-Input combinational cell   4092       0.175
Power is estimated from default activity; no workload was simulated.
