===== design/flow/config.mk =====
export PLATFORM = sky130hd
export DESIGN_NAME = memDATA
export DESIGN_NICKNAME = memDATA
export VERILOG_FILES = /design/flow/design.v
export SDC_FILE = /design/flow/constraint.sdc
export NUM_CORES = 4
export LEC_CHECK = 1
export CORE_UTILIZATION = 30

===== design/flow/constraint.sdc =====
current_design memDATA

set clk_period 32.2
set clk_io_pct 0.2

create_clock -name clk0 -period $clk_period [get_ports {clk}]

set non_clock_inputs [all_inputs -no_clocks]
set_input_delay [expr $clk_period * $clk_io_pct] -clock clk0 $non_clock_inputs
set_output_delay [expr $clk_period * $clk_io_pct] -clock clk0 [all_outputs]

===== design/flow/design.v =====
`timescale 1ns / 1ps
module memDATA(
    input clk,
    input [5:0] addr,
    input MW,
    input [31:0] datain,
    output [31:0] dataout
    );
reg [31:0] memword [63:0];
integer i;
initial
  begin
  for(i=0; i<64; i=i+1)
    memword[i] <= i;					 
  end
always @ (posedge clk)
  begin
    if(MW)
	   memword[addr] <= datain;
  end
assign dataout = memword[addr];
endmodule

===== design/flow/run.sh =====
#!/bin/bash
# OpenROAD 26Q1-2900-gdf79404cd8, Yosys 0.63+post, stock flow scripts
make -C /OpenROAD-flow-scripts/flow DESIGN_CONFIG=/design/flow/config.mk WORK_HOME=/design/flow/orfs finish

==> out/qor.csv <==
metric;value;unit
status;complete, no violations;
GR Overflow Total;0;
element type at the critical path start;input pin;
most flop-heavy register;memword;
share of layout cells above drive strength 1;0.1802;
Reg power frac;0.548;
Vias;41610;
post-CTS sizing;0;
clock-pin transition on the worst setup and hold timing paths;0.06;ns
largest net degree at the start of global routing;75;
pwr/cell area;60.10;nW/um^2
CTS root buf;clkbuf_16;
number of instances in the placed design;7577;
final WL;213400;um
critical path arrival;11.77;ns
Sw Ratio;0.2151;
Final Hold Fails;0;
Final Critical Period;18.21;ns
Max Cap Violations;0;
initial antenna violation count;1;
clk sinks;2048;
P_sw;1160;uW
Initial Utilization;0.3017;
dominant logic cell types in the final layout;edfxtp_1, mux2i_1, buf_4, a22oi_1, clkbuf_16;
most used logic cell in the final layout;edfxtp_1;
Hold Crit Class;in2reg;
Avg Cell Area, Syn;18.61;sq um
fmax;0.05490;GHz
Critical Path Sink Type;output port;
hold_sp;datain[25];
global-route wire length before repair;307500;um
crit path kind;in2out;
Warnings, synthesis;1;
Post-Place Setup Slack;13.97;ns
combinational power share;0.054;
DR iter-0 viols;3035;
worst vdd ir;0.00005790;V
number of flip-flops in the largest register;2048;
area reported by Yosys stat;78290;sq um
CTS Hold Bufs;0;
Final ANT Viol Nets;0;
I/O Pins;72;
register share after synthesis;0.7856;
Power Total;5391;uW
PnR worst setup slack;13.99;ns
CP top delay family;buffers and inverters;
Synth async-reset ratio;0;
TritonCTS Buffers;185;
post-CTS setup buffer count;0;
clk buf depth;3;
Leak;0.02810;uW
HPWL after DPL;121800;um
crit-path cells;buf_8 -> buf_4 -> buf_4 -> buf_4 -> nor2b_2 -> buf_4 -> and3_1 -> nor4_1 -> a31oi_1 -> a2111oi_0 -> buf_4 -> nand3_1 -> clkdlybuf4s50_1;
vias per inst;5.254;
die height;512.8;um
crit path max fanout;54;
RSZ-0062 raised after global routing;no;
Area Growth Syn to Fin;14.58;%
core area;259500;sq um
Global Route Usage Sum;0.1723;
Ant. Diodes;0;
Pint;4231;uW
yosys stat cell total;4207;
Crit path top cell by count;buf_4;
WL/cell;26.95;um
CP max stage cell;a2111oi_0;
ys flops;2048;
main flop type;edfxtp_1;
Post-synth EDFFs;2048;
Min-Delay Endpoint;memword[18][25];
htree depth;4;
Final Max Slew Viols;0;
via count of the first global-routing pass;44440;
WP data required;25.76;ns
Slew HR;0.2294;
Synth Instances;4207;
CP bufs+invs;7;
Largest regs;memword x2048;
fin crit share;0.5657;
Distinct lib cells used;55;
final setup TNS;0;ns
worst slew pin tran;1.127;ns
Min-Delay Path Depth;1;
fin cells;7919;
Die X;512.8;um
1st-pass router iterations;7;
clock power share;0.398;
crit-path max cell delay;0.98;ns
crit path launch;addr[0];
Fill cells;23700;
CTS tree;built;
tally of OpenROAD warnings;26;
RePlAce Congestion;0.8989;
Std-Cell Rows;187;
die area;263000;sq um
Port Buffer Count;71;
Synth Cell Area;78290;sq um
Post-route DRC;0;
Final Setup Violations;0;
hold slack final;6.032;ns
-- power by group through the flow --
stage     clock network [uW]  registers (uW)  logic [uW]
5_1_grt                 2290            2950         313
6_report                2140            2950         292
4_1_cts                 2180            2950         295
-- cells in the mapped netlist (43+ instances only) --
library cell	n	area, sq um
nor2_1	145	544.3
a31oi_1	43	269.0
and3_1	85	531.8
nand3_1	54	270.3
a22o_1	66	578.1
mux2i_1	259	2592
o22a_1	70	613.1
o21ai_0	84	420.4
a221oi_1	175	1533
clkbuf_1	168	630.6
mux4_2	96	2162
a21oi_1	121	605.6
mux2_2	147	1655
o22ai_1	93	581.8
buf_2	83	415.4
edfxtp_1	2048	61500
a22oi_1	188	1411
-- worst max-delay path by stage --
| stage | end | slack [ns] | depth (start not counted) |
|---|---|---|---|
| 4_1_cts | dataout[10] | 13.95 | 13 |
| 5_1_grt | dataout[0] | 13.45 | 12 |
| 6_report | dataout[10] | 13.99 | 13 |
-- per-stage QoR --
| step | instance area, sq um | utilization |
|---|---|---|
| 2_1_floorplan | 78290 | - |
| 3_3_place_gp | 83870 | 0.3232 |
| 3_5_place_dp | 83870 | 0.3232 |
| 4_1_cts | 89700 | 0.3457 |
| 5_1_grt | 89700 | 0.3457 |
| 6_report | 89700 | 0.3457 |
-- area by class of cell --
cell class,count,area (sq um),share of cell area
Tap cell,3402,4257,0.04745
Sequential cell,2048,61500,0.6856
Clock buffer,230,4820,0.05373
Multi-Input combinational cell,1859,16060,0.1790
Clock inverter,112,1016,0.01133
Inverter,2,15.01,0.0001674
Timing Repair Buffer,266,2042,0.02276
-- layer usage --
metal,share of wire,global-route usage,vias to the layer above
li1,-,-,17870
met3,0.17,0.1383,361
met4,0.033,0.04639,10
met5,0.0022,0.01443,-
met1,0.33,0.1910,20720
met2,0.46,0.2536,2649
-- cells by family after synthesis --
logic type,count (synthesis),share of synthesized area
AOI/OAI and AO/OA,933,0.08733
buffers and inverters,300,0.01696
DFF,2048,0.7856
muxes,502,0.08188
and+or+nand+nor,424,0.02829
Power figures rest on the tool's default switching activity, not on a simulated workload.
