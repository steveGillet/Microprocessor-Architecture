==> /design/flow/config.mk <==
export PLATFORM = sky130hd
export DESIGN_NAME = registerFile
export DESIGN_NICKNAME = registerFile
export VERILOG_FILES = /design/flow/design.v
export SDC_FILE = /design/flow/constraint.sdc
export NUM_CORES = 4
export LEC_CHECK = 1
export CORE_UTILIZATION = 40
==> /design/flow/constraint.sdc <==
current_design registerFile

set clk_period 14.4
set clk_io_pct 0.2

create_clock -name clk0 -period $clk_period [get_ports {clock}]

set non_clock_inputs [all_inputs -no_clocks]
set_input_delay [expr $clk_period * $clk_io_pct] -clock clk0 $non_clock_inputs
set_output_delay [expr $clk_period * $clk_io_pct] -clock clk0 [all_outputs]
==> /design/flow/design.v <==
`timescale 1ns / 1ps
module registerFile(
    input                clock,     
    input                reset,
	input                   rW,
    input   [4:0]   aA, bA, dA,
    input  [31:0]        dData,
    output [31:0]        aData,
    output [31:0]        bData
    );
reg [31:0] data [31:0];
assign aData = data [aA];
assign bData = data [bA];
integer counter;
initial begin
	for(counter = 0; counter < 32; counter = counter + 1)
		data [counter] = counter;								
	    data       [1] =              0;
	    data       [2] =              0;
	    data       [3] = 32'h 7FFF_FFFF;
	    data       [4] = 32'h 7FFF_FFFF;
	    data       [5] =              0;
end	
always @(posedge clock)
	begin
		if(reset)
			for(counter = 0; counter < 32; counter = counter + 1) begin
				data [counter] <= 0;
				data       [1] =              0;
	    		data       [2] =              0;
	    		data       [3] = 32'h 7FFF_FFFF;
	    		data       [4] = 32'h 7FFF_FFFF;
	    		data       [5] =              0;								
	    	end	
		else if(rW)	begin													
			data[dA] <= dData;
			data [0] <=     0;	
		end		
	end
endmodule
==> /design/flow/run.sh <==
#!/bin/bash
# OpenROAD 26Q1-2900-gdf79404cd8, Yosys 0.63+post, stock flow scripts
make -C /OpenROAD-flow-scripts/flow DESIGN_CONFIG=/design/flow/config.mk WORK_HOME=/design/flow/orfs finish
==> results.sh <==
# flow metrics
export IMPL_outcome="finished clean"
export IMPL_ios=114
export IMPL_tns_ns=0
export IMPL_ant_nets=0
export IMPL_drt_iter0_markers=2512
export IMPL_relSlewSlack=0.292
export IMPL_cap_violations=0
export IMPL_vdd_drop_max_mv=0.0931
export IMPL_drv_slew=0
export IMPL_ys_area_um2=55600
export IMPL_die_height_um=375
export IMPL_yosysWarnings=1
export IMPL_row_count=136
export IMPL_antenna_found_initial=16
export IMPL_cp_end_kind="primary output"
export IMPL_worstMarginPinSlew_ns=1.06
export IMPL_startpoint_type="input pin"
export IMPL_cts_buffers=113
export IMPL_drt_pre_antenna_iters=5
export IMPL_dieArea_um2=141000
export IMPL_cts_tree="built"
export IMPL_fmax_ghz=0.101
export IMPL_grt_pass1_vias=39100
export IMPL_worst_setup_path_type="input pin to primary output"
export IMPL_cpPeakStageDelay_ns=0.76
export IMPL_hpwl_mm=112
export IMPL_period_used=0.686
export IMPL_post_cts_repair_setup_buffers=0
export IMPL_gr_usage_all_layers=0.303
export IMPL_vias=38100
export IMPL_cp_required_ns=11.52
export IMPL_syn_area_um2=55600
export IMPL_min_from="dData[22]"
export IMPL_crit_chain="clkdlybuf4s50_1, nor2b_4, buf_4, buf_4, a22o_1, nor3_1, a31oi_1, nand3_1, clkdlybuf4s50_1"
export IMPL_mostFrequentLayoutCells="mux2i_1, edfxtp_1, and2_1, nand3_1, nand2_1"
export IMPL_yosysCellCount=4618
export IMPL_rsz0062_at_grt="no"
export IMPL_area_delta_synth_final_pct=11.6
export IMPL_cts_sinks=1024
export IMPL_grt_max_degree=86
export IMPL_holdWs_ns=3.10
export IMPL_avgSynthCellArea_um2=12.0
export IMPL_core_um2=138000
export IMPL_cp_max_fo=38
export IMPL_arrival_ns=6.99
export IMPL_regMostFlops="data"
export IMPL_grt_first_pass_wirelength_mm=282
export IMPL_largest_reg_flops=1024
export IMPL_drt_wl_total_mm=199
export IMPL_setup_viol=0
export IMPL_ff_type="edfxtp_1"
export IMPL_wl_per_cell_um=30.8
export IMPL_grt_overflow=0
export IMPL_finalHoldViolations=0
export IMPL_die_width_um=375
export IMPL_cts_htree_levels=3
export IMPL_cts_buffer_depth=3
export IMPL_route_detailed_drc=0
export IMPL_postSynthSeqShare=0.553
export IMPL_reg_largest_list="data (1024)"
export IMPL_port_buffers=113
export IMPL_place_congestion=0.915
export IMPL_min_to="data[24][22]"
export IMPL_numSynthFlops=1024
export IMPL_warnings=26
export IMPL_power_leakage_nw=23.8
export IMPL_hold_buffers=0
export IMPL_edf_count=1024
export IMPL_drive_above_1_share=0.0877
export IMPL_final_min_clock_period_ns=9.87
export IMPL_viasPerCell=5.89
export IMPL_cts_root_buf="clkbuf_16"
export IMPL_hold_path_class="input pin to flip-flop"
export IMPL_initial_utilization=0.404
export IMPL_synthArstFlopShare=0
export IMPL_slowest_stage="buf_4"
export IMPL_synthDistinctLibCells=33
export IMPL_path_clk_slew_ns=0.06
export IMPL_p_per_area_nw_per_um2=115
export IMPL_netlist_instances=4618
export IMPL_whs_path_depth=3
export IMPL_post_cts_resized=0
-- per-layer routing --
metal / vias to the layer above / share of wire / global-route usage
li1: 16900 / - / -
met1: 18500 / 0.35 / 0.378
met2: 2283 / 0.44 / 0.427
met3: 446 / 0.16 / 0.204
met4: 16 / 0.044 / 0.107
met5: - / 0.0031 / 0.0319
-- power by group --
| part | switching [mW] | internal, mW |
|---|---|---|
| Clock | 1.19 | 1.53 |
| Sequential | 0.0776 | 3.45 |
| Combinational | 0.567 | 0.313 |
-- cell type report --
class | count | area, um2
Antenna cell | 10 | 25.0
Clock buffer | 145 | 2970
Clock inverter | 58 | 399
Fill cell | 12100 | 75600
Inverter | 1 | 3.75
Multi-Input combinational cell | 3166 | 23300
Sequential cell | 1024 | 30700
Tap cell | 1794 | 2240
Timing Repair Buffer | 267 | 2370
-- cell families after synthesis --
logic type      synth area share
simple gates               0.156
buf+inv                   0.0357
mux                        0.184
flops                      0.553
compound gates            0.0706
other cells            0.0000674
-- critical path, delay by kind of cell --
kind / cells / cell delay (ns)
AND/OR/NAND/NOR: 3 / 0.97
AND-OR/OR-AND: 2 / 0.62
buffers and inverters: 4 / 2.46
-- per-stage QoR --
| stage | util | worst slack (ns) | instances | area [um2] | power (mW) |
|---|---|---|---|---|---|
| after floorplan | - | 7.47 | 4649 | 55700 | 4.06 |
| after detailed placement | 0.426 | 4.63 | 6252 | 58600 | 4.45 |
| after CTS | 0.450 | 4.64 | 6455 | 62000 | 7.14 |
| after global placement | 0.426 | 4.67 | 6252 | 58600 | 4.44 |
| after global routing | 0.451 | 4.50 | 6461 | 62000 | 7.33 |
| final | 0.451 | 4.53 | 6465 | 62000 | 7.12 |
-- synth_stat cells, types with 29 or more instances --
master / n / area share
a31oi_1: 64 / 0.0072
mux2i_1: 1024 / 0.18
nand2_1: 196 / 0.013
clkbuf_1: 274 / 0.018
a22o_1: 128 / 0.020
buf_1: 29 / 0.0020
a22oi_1: 192 / 0.026
or2_2: 63 / 0.0071
a21oi_1: 192 / 0.017
nand3_1: 194 / 0.017
buf_2: 116 / 0.010
or3_1: 32 / 0.0036
nor2_1: 31 / 0.0021
edfxtp_1: 1024 / 0.55
and2_1: 903 / 0.10
nor3_1: 91 / 0.0082
-- worst max path at each step --
stage / slack [ns] / start / end / depth (start not counted)
after global routing: 4.50 / bA[2] / bData[16] / 9
after CTS: 4.64 / bA[2] / bData[23] / 9
final: 4.53 / bA[2] / bData[21] / 9
Power and IR drop assume default switching activity.
